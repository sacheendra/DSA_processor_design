--- ./config.mk ---
export PLATFORM = sky130hd
export DESIGN_NAME = alu_compare
export DESIGN_NICKNAME = alu_compare
export VERILOG_FILES = /design/flow/design.v
export SDC_FILE = /design/flow/constraint.sdc
export NUM_CORES = 4
export LEC_CHECK = 1
export CORE_AREA = 10 10 94 94
export DIE_AREA = 0 0 104 104
--- ./constraint.sdc ---
current_design alu_compare

set clk_period 16.4
set clk_io_pct 0.2

create_clock -name clk0 -period $clk_period

set non_clock_inputs [all_inputs -no_clocks]
set_input_delay [expr $clk_period * $clk_io_pct] -clock clk0 $non_clock_inputs
set_output_delay [expr $clk_period * $clk_io_pct] -clock clk0 [all_outputs]
--- ./design.v ---
module alu_SUB(A,B,Y,cpsr);
input [31:0] A,B;
output wire [3:0] cpsr;
output wire [31:0] Y;
assign {cpsr[3], Y} = A + ~B + 1;
assign cpsr[2] = ~|Y;
assign cpsr[1] = Y[31];
assign cpsr[0] = (A[31]^B[31]^Y[31]^cpsr[3]);
endmodule
module alu_compare(A,B,Y,cpsr);
input [31:0] A,B;
output wire [3:0] cpsr;
output wire [31:0] Y;
alu_SUB cmp_sub(A,B,Y,cpsr);
endmodule
--- ./run.sh ---
#!/bin/bash
# OpenROAD 26Q1-2900-gdf79404cd8, Yosys 0.63+post, stock flow scripts
make -C /OpenROAD-flow-scripts/flow DESIGN_CONFIG=/design/flow/config.mk WORK_HOME=/design/flow/orfs finish
==> impl_metrics.ini <==
; physical design summary
[cells_and_area]
layout_cells_sized_above_1 = 0.0497
numSequentialCells = 0
area_delta_synth_final_pct = 52.8
final.fill_count = 684
clock_buffers = 0
finalInstanceArea_sq_um = 3100
layout.area.seq_sq_um = 0

[detailed_routing]
insertedDiodeCount = 0
drt.antenna.violating_nets = 0
drt_pass1_iterations = 4
drc = 0
drt-wirelength-per-cell_microns = 13.9
route.final.wire_length_microns = 6650
dr_total_vias = 2330
dr.first_iter.drc_count = 88
route.detailed.vias_per_inst = 4.87

[worst_setup_path]
timing.critical_path.from_type = primary input
slowest_cell_on_crit_path = sky130_fd_sc_hd__or4_1
worst_path_arrival_time_ns = 7.50
critical_path.most_common_cell = sky130_fd_sc_hd__or4_1
critical-path-max-stage-delay_ns = 0.52
crit_path_end_kind = output port
critPathKind = primary input to output port
critical_path_peak_fanout = 3
crit_path_start = A[0]
critical_path_required_ns = 13.12
cp_cell_sequence = clkdlybuf4s50_1 > inv_1 > ha_1 > fa_1 > nand2b_1 > a21oi_2 > nor2b_2 > xnor2_1 > or4_1 > or4_1 > or4_1 > nor4_2 > nand4b_1 > nor4b_2 > clkdlybuf4s50_1

[grt]
vias_in_the_first_global_route = 2301
grt_start_max_net_pins = 11
globalRoute.totalOverflow = 0
number_of_antenna_violations_at_the_first_check_in_global_routing = 0
global_route_wire_length_before_repair_microns = 11100
gr-usage-all-layers = 0.116

[synth]
ys_seq_frac = 0
avgSynthCellArea_sq_um = 7.04
netlist-cell-type-count = 63
syn-instance-count = 288
yosysChipArea_sq_um = 2030
synth-warning-count = 0
ys_cells = 288
mappedNetlistArea_sq_um = 2030

[die]
initial_core_util = 0.297
num_io_pins = 100
area_of_the_die_sq_um = 10800
placement_rows = 30
die_height_microns = 104
fp.coreArea_sq_um = 6830
dieWidth_microns = 104

[final_timing]
report.final.setup_viol = 0
layout_min_cycle_time_ns = 10.78
timing.fmax_mhz = 92.8
worst-slew-pin-transition_ns = 0.444
finalCritPeriodShare = 0.657
drv_slew = 0
final.setup.tns_ns = 0
fin_worst_hold_slack_ns = 7.58
hold_viol_final = 0
slew-limit-headroom = 0.704
unrepaired_setup_endpoints_after_global_routing = false

[worst_hold_path]
hold_path_startpoint = A[0]
min_path_type = primary input to output port

[place]
io_buffers = 100
finalWeightedCongestion = 0.893
place_area_sq_um = 3100
detailedPlacementHpwl_microns = 5980

[power]
design_power_total_uw = 134
power.density_cell_area_nw_per_um2 = 43.3
total_leakage_power_uw = 0.00140
worst_ir_drop_vdd_v = 0.0000152

[clock_tree]
post_cts_buffers = 0
number_of_hold_buffers_added_after_cts = 0
postCtsResizedCells = 0

[job]
cap_violations = 0
tool_warnings = 32

[outcome]
outcome = finished clean
-- report_power, final --
part / leakage [uW] / internal [uW] / total, uW / switching (uW)
Combinational: 0.00140 / 77.0 / 134 / 57.0
Sequential: 0 / 0 / 0 / 0
Clock: 0 / 0 / 0 / 0
Total: 0.00140 / 77.0 / 134 / 57.0
-- synth_stat cells, types with 3 or more instances --
library cell               instances  area (sq um)
sky130_fd_sc_hd__inv_1            40           150
sky130_fd_sc_hd__ha_1             32           400
sky130_fd_sc_hd__a21oi_1          27           135
sky130_fd_sc_hd__nand2_1          22          82.6
sky130_fd_sc_hd__xnor2_1          16           140
sky130_fd_sc_hd__o21ai_0          13          65.1
sky130_fd_sc_hd__nor2_1           11          41.3
sky130_fd_sc_hd__xor2_1            9          78.8
sky130_fd_sc_hd__nor3_1            8          40.0
sky130_fd_sc_hd__a21o_1            7          52.6
sky130_fd_sc_hd__and3_1            7          43.8
sky130_fd_sc_hd__nand2b_1          6          37.5
sky130_fd_sc_hd__o211ai_1          5          37.5
sky130_fd_sc_hd__o21bai_1          4          30.0
sky130_fd_sc_hd__a211o_1           3          26.3
sky130_fd_sc_hd__a211oi_1          3          22.5
sky130_fd_sc_hd__a221oi_1          3          26.3
sky130_fd_sc_hd__a31oi_1           3          18.8
sky130_fd_sc_hd__and2_1            3          18.8
sky130_fd_sc_hd__mux2i_1           3          30.0
sky130_fd_sc_hd__nor4_1            3          18.8
sky130_fd_sc_hd__o21ai_1           3          15.0
sky130_fd_sc_hd__or4_1             3          22.5
-- worst max-delay path: cells and delay by family --
kind            cells  cell delay [ns]
simple gates        8             2.26
buf+inv             3             1.00
fa+ha+maj           2             0.63
compound gates      1             0.18
xor+xnor            1             0.14
-- logic make-up after synthesis --
logic type | Yosys count | synth area share
AOI/OAI and AO/OA | 93 | 0.319
and+or+nand+nor | 86 | 0.242
buffers and inverters | 47 | 0.101
adders and majority gates | 33 | 0.207
xor gates and xnor gates | 26 | 0.116
muxes | 3 | 0.0148
-- metrics by stage --
step | utilization | instances | setup slack [ns]
finish | 0.453 | 478 | 5.62
global route | 0.453 | 478 | 5.33
CTS | 0.453 | 478 | 5.58
detailed placement | 0.453 | 478 | 5.59
global placement | 0.453 | 478 | 5.68
floorplan | - | 288 | 6.92
-- layer usage --
| layer | wire (microns) | vias to the layer above | share of wire | global-route usage |
|---|---|---|---|---|
| li1 | - | 1243 | - | - |
| met1 | 3370 | 1026 | 0.51 | 0.170 |
| met2 | 3000 | 61 | 0.45 | 0.188 |
| met4 | 0 | 0 | 0 | 0 |
| met3 | 283 | 0 | 0.043 | 0.0138 |
| met5 | 0 | - | 0 | 0 |
-- path summary, 6_finish.rpt --
check	slack, ns	end	cells past startpoint
worst max-delay path	5.62	cpsr[2]	15
worst min-delay path	7.58	Y[0]	5
-- area by class of cell --
type | instances | area, sq um | area share
Inverter | 41 | 154 | 0.0497
Multi-Input combinational cell | 241 | 1820 | 0.588
Tap cell | 96 | 120 | 0.0388
Timing Repair Buffer | 100 | 1000 | 0.323
-- placed cells by master (no fill, tap or decap), types with 2 or more instances in the layout --
cell type,instances
sky130_fd_sc_hd__a211o_1,3
sky130_fd_sc_hd__a211oi_1,3
sky130_fd_sc_hd__a21o_1,7
sky130_fd_sc_hd__a21oi_1,27
sky130_fd_sc_hd__a21oi_2,2
sky130_fd_sc_hd__a221oi_1,3
sky130_fd_sc_hd__a311oi_1,2
sky130_fd_sc_hd__a31o_2,2
sky130_fd_sc_hd__a31oi_1,3
sky130_fd_sc_hd__and2_1,3
sky130_fd_sc_hd__and3_1,7
sky130_fd_sc_hd__and4_1,2
sky130_fd_sc_hd__clkdlybuf4s50_1,100
sky130_fd_sc_hd__ha_1,32
sky130_fd_sc_hd__inv_1,40
sky130_fd_sc_hd__mux2i_1,3
sky130_fd_sc_hd__nand2_1,22
sky130_fd_sc_hd__nand2b_1,6
sky130_fd_sc_hd__nand3_1,2
sky130_fd_sc_hd__nand4_1,2
sky130_fd_sc_hd__nor2_1,11
sky130_fd_sc_hd__nor2b_1,2
sky130_fd_sc_hd__nor3_1,8
sky130_fd_sc_hd__nor3b_1,2
sky130_fd_sc_hd__nor4_1,3
sky130_fd_sc_hd__o2111ai_1,2
sky130_fd_sc_hd__o211ai_1,5
sky130_fd_sc_hd__o21a_1,2
sky130_fd_sc_hd__o21ai_0,13
sky130_fd_sc_hd__o21ai_1,3
sky130_fd_sc_hd__o21bai_1,4
sky130_fd_sc_hd__or3_1,2
sky130_fd_sc_hd__or3_2,2
sky130_fd_sc_hd__or4_1,3
sky130_fd_sc_hd__xnor2_1,16
sky130_fd_sc_hd__xor2_1,9
Power figures rest on the tool's default switching activity, not on a simulated workload.
