==> flow/design.v <==
module registerfile
  (input clk,
   input rmEn,
   input rnEn, 
   input write,
   input [3:0] wrAddr,
   input [31:0] wrData,
   input [3:0] rdAddrm,
   output reg [31:0] rdDatam,
   input [3:0] rdAddrn,
   output reg [31:0] rdDatan,
	input s,
	input [3:0] wr_to_cpsr,
	input cpsr_rdEn,
	output reg [3:0] cpsrData);
   reg [31:0] 	 mem [0:15];
	reg [3:0]    mem1 [0:1];
	initial begin
	mem[0] = 0;
	mem[1] = 1;
	mem[2] = 2;
	mem[3] = 3;
	mem[4] = 4;
	mem[5] = 5;
	end
   always @(negedge clk)
   begin
	if(rmEn)
	begin
   		rdDatam <= mem[rdAddrm];
	end
	if(rnEn)
	begin
   		rdDatan <= mem[rdAddrn];
	end
	if(cpsr_rdEn)
	begin
		cpsrData <= mem1[0];
	end
	end
   always @(posedge clk)
   begin
      if (write) 
		begin
				mem[wrAddr] <= wrData;
		end
		if(s)
		begin
			mem1[0] <= wr_to_cpsr;
		end
   end
endmodule
==> flow/run.sh <==
#!/bin/bash
# OpenROAD 26Q1-2900-gdf79404cd8, Yosys 0.63+post, stock flow scripts
make -C /OpenROAD-flow-scripts/flow DESIGN_CONFIG=/design/flow/config.mk WORK_HOME=/design/flow/orfs finish
==> flow/config.mk <==
export PLATFORM = sky130hd
export DESIGN_NAME = registerfile
export DESIGN_NICKNAME = registerfile
export VERILOG_FILES = /design/flow/design.v
export SDC_FILE = /design/flow/constraint.sdc
export NUM_CORES = 4
export LEC_CHECK = 1
export CORE_UTILIZATION = 30
==> flow/constraint.sdc <==
current_design registerfile

set clk_period 5.9
set clk_io_pct 0.2

create_clock -name clk0 -period $clk_period [get_ports {clk}]

set non_clock_inputs [all_inputs -no_clocks]
set_input_delay [expr $clk_period * $clk_io_pct] -clock clk0 $non_clock_inputs
set_output_delay [expr $clk_period * $clk_io_pct] -clock clk0 [all_outputs]
==> impl_metrics.tcl <==
# collected from the flow reports
set metrics [dict create \
    layout.filler_cells 7284 \
    maxSlewHeadroom_pct 41.4 \
    crit_buf_inv 1 \
    critPathMaxStageDelay_ns 0.53 \
    number_of_antenna_violations_at_the_first_check_in_global_routing 3 \
    hold_buffers 0 \
    count_of_instantiated_cells_in_the_yosys_netlist 1150 \
    sequential_cell_area_mm2 0.0175 \
    setup_repair_after_global_routing_missed_its_margin "no" \
    ctsResizeCount 0 \
    hold_slack_ns 1.13 \
    worst_ir_drop_vdd_v 0.000242 \
    post_synth_inst_count 1150 \
    ys_warn_count 2 \
    post_synth_main_area_contributors "edfxtp_1 (70%), mux4_2 (23%), a22oi_1 (3.8%)" \
    power_density_mw_per_mm2 312 \
    arrival_ns 4.58 \
    die_w_um 291 \
    crit_fanout 1 \
    grt_first_pass_wirelength_mm 99.5 \
    synth_area_per_inst_um2 21.8 \
    cts_htree_levels 2 \
    design.portCount 122 \
    path_class "register to output pin" \
    chipHeight_um 291 \
    critical_path_required_ns 4.72 \
    post-synth-top-area-fraction_pct 69.9 \
    dr.pass1.iters 5 \
    route.met3.wl_mm 11.4 \
    final-setup-viol-count 0 \
    mi_logic_area_mm2 0.00728 \
    detailroute.wirelength.met2_mm 32.6 \
    route.layer.met1.wl_mm 21.8 \
    wl_per_cell_um 26.9 \
    cp_slowest_cell "clkdlybuf4s50_1" \
    cts.path.max_buffers 3 \
    route.top_layer_used "met5" \
    critPathLaunchType "register" \
    groute.usage.overall_pct 17.4 \
    area_growth_syn_to_layout_pct 22.2 \
    ant_nets 0 \
    postLayoutSetupSlackWorst_ns 0.136 \
    io_buffers 121 \
    route.detailed.vias_per_inst 5.30 \
    globalRouteOverflowTotal 0 \
    top_area_cell "edfxtp_1" \
    finalHoldViolCount 0 \
    tritoncts "built" \
    cell_rows 105 \
    postCtsSetupBuffers 0 \
    clock_latency_ns 0.67 \
    synth_seq_share_pct 69.9 \
    max_cap_violations 0 \
    yosysChipArea_mm2 0.0251 \
    stage_log_warnings 93 \
    timing_worst_slew_pin_value_ns 0.876 \
    clock_tree.root_cell "clkbuf_16" \
    remaining_drc_errors 0 \
    min_path_type "input port to register" \
    post-layout-total-power_uw 9560 \
    clock_slew_at_reported_path_ffs_ns 0.06 \
    drt_iter0_markers 898 \
    crit_chain "clkdlybuf4s50_1" \
    post_synth_num_cell_types 17 \
    dp.cells 2328 \
    crit_family "buffers and inverters" \
    routed_wirelength_mm 67.5 \
    cts_made_buffers 60 \
    core_footprint_mm2 0.0824 \
    static_leakage_uw 0.00992 \
    detailedPlacementHpwl_mm 39.3 \
    finalNonFillerCells 2510 \
    grt_max_degree 39 \
    tritoncts_num_sinks 584 \
    post-place-ws_ns -0.0257 \
    synth.ff_latch_count 584 \
    place_congestion 0.797 \
    skew_ns 0.0378 \
    endpoint_kind "output pin" \
    num_vias 13300 \
    netlist_area_mm2 0.0251 \
    run_status "finished clean" \
    first_global_vias 15100 \
    maxSlewViolCount 0 \
    design.die.area_mm2 0.0847 \
    starting_density_of_the_core_pct 30.4 \
    post_route_cells_drive_above_1_share_pct 31.8 \
]
-- final cells by class --
class / count / share of cell area [%]
Clock inverter: 108 / 2.19
Antenna cell: 1 / 0.00817
Timing Repair Buffer: 194 / 7.11
Clock buffer: 74 / 5.31
Multi-Input combinational cell: 479 / 23.8
Sequential cell: 584 / 57.2
Tap cell: 1070 / 4.37
-- cell usage in the layout (no fill, tap or decap) --
cell type,Yosys,routed
or3b_2,1,1
edfxtp_1,584,584
bufinv_8,0,1
nand3_1,1,1
bufinv_16,0,6
inv_1,1,70
a22oi_1,128,128
clkbuf_8,0,5
nand2b_1,2,2
clkinvlp_4,0,1
inv_8,0,1
and2_2,0,2
nor2_4,0,14
mux4_2,256,256
buf_12,0,34
buf_4,18,41
clkinv_1,0,6
clkinv_4,0,3
inv_6,0,2
clkbuf_1,33,9
nand3b_1,2,2
diode_2,0,1
clkbuf_16,0,62
clkinv_2,0,11
clkinv_8,0,1
clkinv_16,0,1
nor2b_4,0,4
buf_2,15,2
nor3_2,0,4
nand2_1,65,65
clkdlybuf4s50_1,0,115
clkinvlp_2,0,5
-- cells by family after synthesis --
family	Yosys count	synth area share, %
flip-flops	584	69.9
multiplexers	256	23.0
AND-OR/OR-AND	128	3.83
AND/OR/NAND/NOR	95	1.58
buffers and inverters	87	1.65
-- state kept, by name, indices dropped and copies added (netlist names) --
register,flops
mem,512
rdDatam,32
rdDatan,32
cpsrData,4
mem1,4
-- cells in the mapped netlist --
library cell / count
nand2_1: 65
and2_1: 2
nand2b_1: 2
clkbuf_1: 33
nor3_1: 4
nand3_1: 1
nor2b_1: 4
buf_4: 18
nor2_1: 14
buf_2: 15
buf_1: 20
nand3b_1: 2
mux4_2: 256
edfxtp_1: 584
or3b_2: 1
inv_1: 1
a22oi_1: 128
-- path summary, 6_finish.rpt --
check | from | to | slack (ns) | depth (start not counted)
worst min-delay path | wr_to_cpsr[1] | mem1[0][1]$_DFFE_PP_ | 1.13 | 1
worst min register to register | mem1[0][0]$_DFFE_PP_ | cpsrData[0]$_DFFE_NP_ | 3.35 | 0
worst max register to register | mem[11][9]$_DFFE_PP_ | rdDatan[9]$_DFFE_NP_ | 1.41 | 3
worst max-delay path | rdDatan[5]$_DFFE_NP_ | rdDatan[5] | 0.14 | 1
-- where the power goes --
part	switching (uW)	internal [uW]	total (uW)
Clock	1730	2310	4040
Sequential	53.3	4710	4760
Combinational	369	381	750
Total	2150	7400	9560
-- metrics by stage --
| stage | TNS, ns | instance area (um^2) | utilization [%] |
|---|---|---|---|
| global placement | -0.0741 | 28300 | 34.4 |
| global route | 0 | 30600 | 37.2 |
| finish | 0 | 30600 | 37.2 |
| CTS | 0 | 30600 | 37.2 |
| floorplan | 0 | 25100 | - |
| detailed placement | -0.0402 | 28300 | 34.4 |
-- layer usage --
metal / up-vias / GRT usage (%)
met2: 925 / 26.6
met5: - / 0.227
met4: 4 / 3.76
met1: 6710 / 20.2
met3: 116 / 12.7
li1: 5546 / -
Power and IR drop assume default switching activity.
