## config.mk

```make
export PLATFORM = sky130hd
export DESIGN_NAME = PipeRegD
export DESIGN_NICKNAME = PipeRegD
export VERILOG_FILES = /design/flow/design.v
export SDC_FILE = /design/flow/constraint.sdc
export NUM_CORES = 4
export LEC_CHECK = 1
export CORE_AREA = 10 10 125 125
export DIE_AREA = 0 0 135 135
```

## constraint.sdc

```tcl
current_design PipeRegD

set clk_period 1.0
set clk_io_pct 0.2

create_clock -name clk0 -period $clk_period [get_ports {clk}]

set non_clock_inputs [all_inputs -no_clocks]
set_input_delay [expr $clk_period * $clk_io_pct] -clock clk0 $non_clock_inputs
set_output_delay [expr $clk_period * $clk_io_pct] -clock clk0 [all_outputs]
```

## design.v

```verilog
module PipeRegD(q, d, clk);
parameter n = 109;
output reg [n-1:0]q;
input [n-1:0]d;
input clk;
always@(posedge clk)
begin
	q <= d;
end
endmodule
```

## run.sh

```bash
#!/bin/bash
# OpenROAD 26Q1-2900-gdf79404cd8, Yosys 0.63+post, stock flow scripts
make -C /OpenROAD-flow-scripts/flow DESIGN_CONFIG=/design/flow/config.mk WORK_HOME=/design/flow/orfs finish
```

==> impl_metrics.ini <==
; physical design summary
[pwr]
total_power_mw = 8.73
power.leakage_nw = 1.92
power.density_nw_per_um2 = 2010
irDropWorstVdd_mv = 1.36
netSwitchingPower_mw = 1.69
sw_frac_of_total = 0.194
combPwrFrac = 0.069
pwr-share-clk = 0.402
pwr-share-seq = 0.529
p_int_mw = 7.04

[clock_tree]
post_cts_resized = 341
clk_pin_slew_ns = 0.07
postCtsSetupBuffers = 0
clk_root_buffer_cell = clkbuf_16
h-tree-depth = 3
clock_path_buffers = 2
cts_hold_buf = 0
cts_buffers = 9
clkSinkCount = 109
cts_tree = built

[synth]
top_area_frac = 1.00
async_flop_share = 0
yosysCellCount = 109
ys_warn_count = 1
edf_count = 0
top_cell = dfxtp_1
topCellsByArea = dfxtp_1
ys_seq_frac = 1.00
yosys.area.top_type = dfxtp_1
ys_area_um2 = 2180
mux_area_frac = 0
ys_sh_aoi = 0
synthXorXnorAreaFrac = 0
synthFlopType = dfxtp_1
syn-cell-area_um2 = 2180
numSynthFlops = 109
syn_inst = 109
adder_share = 0
synth_area_per_cell_um2 = 20.0
synthSimpleGateAreaFrac = 0
synthTopCellsByCount = dfxtp_1
synth.distinct_cells = 1

[layout]
largest-register = q
finalNonFillerCells = 515
reg_top3 = q: 109 flops
layout-drive-gt1-share = 0.394
layout.area.comb_um2 = 0
largest_reg_flops = 109
fill_cells = 1268
comb_cells = 0
area_growth_pct = 99.1
fin_util = 0.340

[global_routing]
met1_usage = 0.0774
grt_usage = 0.0745
grtUsageMet3 = 0.0761
antenna_found_initial = 0
grtUsageMet2 = 0.104
grt_pass1_wl_um = 10500
grt_max_degree = 19
overflow = 0
busiest_layer = met2
grt_pass1_vias = 1800

[critical_path]
end_kind = output pin
cp-start-kind = flip-flop
cp.required_ns = 0.80
cp_max_fo = 1
cpPeakStageDelay_ns = 0.32
arrival_ns = 0.77
slowest_stage = dfxtp_2
path_buffers = 1
path_class = flip-flop to output pin
crit_chain = buf_2
crit_family = flip-flops

[detailed_routing]
drt_iter0_drc = 16
drc_errors = 0
postRouteAntennaNets = 0
diodes = 0
wirelength_um = 7210
vias = 1623
wire_per_inst_um = 14.0
dr.pass1.iters = 3
avgViaCountPerCell = 3.15

[placed_design]
hpwl_um = 6050
dp.cells = 499
place.gp.congestion = 0.772
dp_slack_ns = -0.0169
io_buffers = 218

[timing]
clock.fmax_ghz = 1.03
holdWs_ns = 0.280
setup_viol = 0
setup_slack_ns = 0.0268
fin_crit_ns = 0.973
timing_worst_slew_pin_value_ns = 0.111
rsz0062_at_grt = true
hold_viol = 0
finalMaxSlewViolations = 0
finalCritPeriodShare = 0.973
maxSlewHeadroom = 0.926

[min_path]
hold_class = input port to flip-flop
hold_path_depth = 1
whs_endpoint = q[40]$_DFF_P_
hold_path.startpoint = d[40]

[floorplan]
die_h_um = 135
pin_count = 219
core_area_um2 = 12800
initCoreUtil = 0.171
die-area_um2 = 18200
row_count = 41
dieWidth_um = 135

[run_status]
status = completed

[job]
drv_cap = 0
warnings = 27
routing by layer:
metal  wire (um)  part of all wire  vias up
met5           0                 0        -
met4         176             0.024        0
met3        1590              0.22       11
met2        2830              0.39      152
met1        2610              0.36      671
li1            -                 -      789
power by group through the flow:
stage / Clock [mW] / Combinational, mW / Sequential (mW)
4_1_cts: 3.67 / 0.626 / 4.62
5_1_grt: 3.81 / 0.669 / 4.64
6_report: 3.51 / 0.604 / 4.62
kinds of logic after synthesis:
family  after synthesis
DFF                 109
cell type report:
type	count	area (um2)	share of cell area
repair buffers	218	1640	0.377
flip-flops and latches	109	2200	0.505
clock inverters	6	68.8	0.0158
clock buffers	10	229	0.0527
well taps	172	215	0.0495
cell usage in the layout (no fill, tap or decap), drive strengths merged:
cell           instances
clkdlybuf4s50        109
bufinv                 1
clkinvlp               1
inv                    2
buf                  109
clkbuf                10
clkinv                 2
dfxtp                109
per-stage QoR:
step / cell area, um2 / setup TNS [ns]
floorplan: 2180 / 0
CTS: 4340 / -0.00589
finish: 4350 / 0
global route: 4350 / -0.130
detailed placement: 4580 / -0.0186
global placement: 4580 / -0.0248
how the worst max path moves through the flow:
stage         to  slack, ns           start  cells after the start
4_1_cts   q[101]     -0.006  q[101]$_DFF_P_                      1
5_1_grt   q[101]      -0.02  q[101]$_DFF_P_                      1
6_report  q[101]       0.03  q[101]$_DFF_P_                      1
Power figures rest on the tool's default switching activity, not on a simulated workload.
